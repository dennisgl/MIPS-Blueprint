**flow/config.mk**
```make
export PLATFORM = sky130hd
export DESIGN_NAME = reg_file
export DESIGN_NICKNAME = reg_file
export VERILOG_FILES = /design/flow/design.v
export SDC_FILE = /design/flow/constraint.sdc
export NUM_CORES = 4
export LEC_CHECK = 1
export CORE_UTILIZATION = 50
```
**flow/constraint.sdc**
```tcl
current_design reg_file

set clk_period 5.7
set clk_io_pct 0.2

create_clock -name clk0 -period $clk_period [get_ports {clk}]

set non_clock_inputs [all_inputs -no_clocks]
set_input_delay [expr $clk_period * $clk_io_pct] -clock clk0 $non_clock_inputs
set_output_delay [expr $clk_period * $clk_io_pct] -clock clk0 [all_outputs]
```
**flow/design.v**
```verilog
module reg_file( clk, RegWrite, RN1, RN2, WN, WD, RD1, RD2 );
	input clk;
	input RegWrite;
	input[4:0] RN1, RN2, WN;
	input[31:0] WD;
	output[31:0] RD1, RD2;
	reg[31:0] RD1, RD2;
	reg[31:0] file_array[31:1];
	always @( RN1 or file_array[RN1] ) begin   
		if ( RN1 == 0 )
			RD1 = 32'd0;
		else
			RD1 = file_array[RN1];
		 $display( "%d, reg_file[%d] => %d (Port 1)", $time/10, RN1, RD1);
	end
	always @( RN2 or file_array[RN2] ) begin
		if ( RN2 == 0 )
			RD2 = 32'd0;
		else
			RD2 = file_array[RN2];
		 $display( "%d, reg_file[%d] => %d (Port 2)", $time/10, RN2, RD2);
	end
	always @( posedge clk ) begin
		if ( RegWrite && (WN != 0) ) begin
			file_array[WN] <= WD;
			 $display( "%d, reg_file[%d] <= %d (Write)", $time/10, WN, WD);
		end
	end
endmodule
```
**flow/run.sh**
```bash
#!/bin/bash
# OpenROAD 26Q1-2900-gdf79404cd8, Yosys 0.63+post, stock flow scripts
make -C /OpenROAD-flow-scripts/flow DESIGN_CONFIG=/design/flow/config.mk WORK_HOME=/design/flow/orfs finish
```
==> flow_summary.json <==
{
  "area_leaders": "edfxtp_1, mux4_2, mux2i_1, a22oi_1, nor2_1",
  "crit_top_cell": "buf_4",
  "grt.met2_usage_pct": 49.4,
  "use_met3_pct": 25.5,
  "slew_violations": 0,
  "ys_ff": 992,
  "critPathArrivalTime_ns": 3.94,
  "path_cells": "buf_4 > nor2_4 > buf_4 > buf_4 > a22oi_1 > nand3_1 > nand4_1 > clkdlybuf4s50_1",
  "dpl.hpwl_um": 86800,
  "critical-path-max-stage-delay_ns": 0.72,
  "most_common_cell": "edfxtp_1",
  "rsz0062_at_grt": "no",
  "fin_util_pct": 58.3,
  "first_global_vias": 30400,
  "ir_worst_vdd_mv": 0.250,
  "path_class": "primary input to primary output",
  "wl_per_cell_um": 34.8,
  "clk_pin_slew_ns": 0.06,
  "vias_per_cell": 6.61,
  "cts-buffers-inserted": 108,
  "whs_path_depth": 2,
  "start_kind": "primary input",
  "dr_total_vias": 27400,
  "hp-start": "WD[31]",
  "reg.largest.list": "file_array x992",
  "largest_reg_flops": 992,
  "whs_ns": 1.28,
  "htree_levels": 3,
  "worst_slew_pin_slew_ns": 0.978,
  "drive_gt1_share_pct": 26.4,
  "drc": 0,
  "ys_chip_area_mm2": 0.0465,
  "final_antenna_net_count": 0,
  "period_needed_ns": 5.08,
  "cts_hold_buf": 0,
  "preCtsSetupSlack_ns": 0.650,
  "cts-root-buf": "clkbuf_16",
  "required_ns": 4.56,
  "async_flop_share_pct": 0,
  "ys_cells": 2601,
  "top_area_share_pct": 64.1,
  "initial_core_util_pct": 50.6,
  "track_usage_pct": 35.1,
  "crit_fanout": 22,
  "setup-tns-final_ns": 0,
  "tool_warnings": 25,
  "fp-row-count": 111,
  "yosys_warnings": 3,
  "clock.fmax_ghz": 0.197,
  "drt-initial-drc-count": 1940,
  "fin_area_mm2": 0.0536,
  "cts_buffer_depth": 3,
  "syn_area_mm2": 0.0465,
  "postSynthSeqShare_pct": 64.1,
  "setup_ws_ns": 0.623,
  "grt-ovfl-total": 0,
  "grt.busiest_layer": "met2",
  "die_w_um": 307,
  "holdPathEnd": "file_array[15][31]$_DFFE_PP_",
  "stdcell_count": 4144,
  "dp_cells": 3946,
  "place.gp.congestion": 0.889,
  "firstDrtPassIters": 5,
  "cts_tree": "yes",
  "postCtsSetupBuffers": 0,
  "drt-total-wl_um": 144000,
  "port_buffers": 112,
  "cts_sinks": 992,
  "synth.largest_area_cell": "edfxtp_1",
  "die_h_um": 307,
  "status": "finished, final reports clean",
  "top_cells_by_count": "edfxtp_1, mux4_2, mux2i_1",
  "slowest_stage": "nor2_4",
  "min_period_over_period_pct": 89.1,
  "leakagePower_nw": 17.9,
  "antenna_found_initial": 3,
  "dieArea_mm2": 0.0942,
  "largest-register": "file_array",
  "area_delta_synth_final_pct": 15.2,
  "io_pins": 113,
  "edf_count": 992,
  "synthCells": 2601,
  "fp.coreArea_mm2": 0.0919,
  "grt_max_degree": 58,
  "cts_resized": 0,
  "power_density_mw_per_mm2": 307,
  "hold_violations": 0,
  "synth_cell_type_count": 38,
  "grt_pass1_wl_um": 208000,
  "end_kind": "primary output",
  "worstHoldPathType": "primary input to register",
  "finalPower_mw": 16.5,
  "ys.flop_type": "edfxtp_1",
  "setup_violations": 0,
  "max_cap_violations": 0,
  "grt_use_met1_pct": 45.8,
  "synth_area_per_cell_um2": 17.9,
  "max-slew-margin-rel_pct": 34.7,
  "postPlaceCellArea_mm2": 0.0502
}
[critical path: cells and delay by family]
family | cells | cell delay [ns]
AND/OR/NAND/NOR | 3 | 1.02
buffers and inverters | 4 | 1.59
AND-OR/OR-AND | 1 | 0.12
[cells by family (layout without fill, tap and decap cells)]
family | Yosys count | in the layout | synth area share (%)
flip-flops | 992 | 992 | 64.1
multiplexers | 698 | 698 | 24.6
AND/OR/NAND/NOR | 374 | 374 | 3.85
AND-OR/OR-AND | 332 | 332 | 5.17
buffers and inverters | 205 | 504 | 2.36
other | 0 | 1 | 0
[layout by cell type, fill, tap and decap left out, drive strengths merged, types with 31 or more instances in the layout]
cell / instances
a22o: 45
buf: 201
a22oi: 92
clkinv: 46
nor2: 115
edfxtp: 992
and2: 34
clkbuf: 142
mux4: 348
mux2i: 316
a21oi: 68
nand2: 89
a311o: 31
clkdlybuf4s50: 104
a211o: 31
nor2b: 36
o21ai: 32
mux2: 34
nand3: 52
[power by group]
part | leakage (nW) | total [mW] | internal (mW) | switching (mW)
sequential | 8.94 | 8.15 | 8.12 | 0.0352
combinational | 7.25 | 1.53 | 0.671 | 0.858
clock | 1.67 | 6.78 | 3.99 | 2.79
total | 17.9 | 16.5 | 12.8 | 3.68
[how the worst max path moves through the flow]
stage / startpoint / endpoint / slack, ns
finish: RN1[1] / RD1[16] / 0.62
CTS: RN1[1] / RD1[16] / 0.64
global route: RN1[1] / RD1[11] / 0.50
[layer usage]
metal,up-vias,routed length [um],share of wire (%)
li1,11300,-,-
met1,13700,46600,32
met2,1990,66800,46
met3,333,24800,17
met4,11,5710,4.0
met5,-,209,0.14
[area by class of cell]
cell class / instances / area [um2]
clock buffers: 141 / 2930
fillers: 6708 / 38400
repair buffers: 306 / 2900
inverters: 1 / 3.75
multi-input cells: 1404 / 15900
clock inverters: 56 / 479
flip-flops and latches: 992 / 29800
well taps: 1243 / 1560
diodes: 1 / 2.50
Power is estimated from default activity; no workload was simulated.
