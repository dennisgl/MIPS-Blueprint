<file path="flow/design.v">
module Multiplier(clk, dataA, dataB, dataOut , Signal, reset);
    input reset,clk;
    input [6:0] Signal ;
    input [31:0] dataA, dataB;
    output [63:0] dataOut ;
    reg [63:0] dataOut;
    parameter s0 = 0, s1 = 1, s2 = 2;
    reg [5:0] count = 0;
    reg [1:0] state = 0;
    reg [63:0] P,  T;
    reg [31:0] y_reg;
    always @(posedge clk) begin
        case (state)
            s0: begin
                count <= 0;
                P <= 0;
                y_reg <= dataB;
                T <= {{31{1'b0}}, dataA};
                state <= s1;
            end
            s1: begin
                if(count == 5'b11111)
                    state <= s2;
                else begin
                    if(y_reg[0] == 1'b1)
                        P <= P + T;
                    else
                        P <= P;
                    y_reg <= y_reg >> 1;
                    T <= T << 1;
                    count <= count + 1;
                    state <= s1;
                end
            end
            s2: begin
           dataOut <= P;
           state <= s0;
            end
            default: ;
        endcase
    end
endmodule
</file>
<file path="flow/run.sh">
#!/bin/bash
# OpenROAD 26Q1-2900-gdf79404cd8, Yosys 0.63+post, stock flow scripts
make -C /OpenROAD-flow-scripts/flow DESIGN_CONFIG=/design/flow/config.mk WORK_HOME=/design/flow/orfs finish
</file>
<file path="flow/config.mk">
export PLATFORM = sky130hd
export DESIGN_NAME = Multiplier
export DESIGN_NICKNAME = Multiplier
export VERILOG_FILES = /design/flow/design.v
export SDC_FILE = /design/flow/constraint.sdc
export NUM_CORES = 4
export LEC_CHECK = 1
export CORE_UTILIZATION = 50
</file>
<file path="flow/constraint.sdc">
current_design Multiplier

set clk_period 14.0
set clk_io_pct 0.2

create_clock -name clk0 -period $clk_period [get_ports {clk}]

set non_clock_inputs [all_inputs -no_clocks]
set_input_delay [expr $clk_period * $clk_io_pct] -clock clk0 $non_clock_inputs
set_output_delay [expr $clk_period * $clk_io_pct] -clock clk0 [all_outputs]
</file>
==> summary.txt <==
Results of the implementation run.

Counting every instance in the synthesized netlist gives just over 1k. The script computed a power per unit cell area of 99.1 mW/mm^2. Yosys reports that the leading cell type by area covers 56.1% of the netlist area. The number of enable flip-flop cells is 232. sky130_fd_sc_hd__edfxtp_1 is the most common cell in the netlist. The average footprint of a synthesized cell is roughly 12 sq um. The final period demand of the worst path came out at about 4.2 ns. The worst endpoint required time came out at about 11 ns. The number of logic stages on the critical path including buffering came out at 1. The post-CTS setup buffer count came out at 0. The chip width came out at 160 microns. The number of sinks on the clock net is around 230. The height of the die came out at 160 microns.

Across all stage logs, warnings added up to 37. The sum of internal, switching and leakage power came out at 1.47 mW. The number of distinct standard cells referenced by the synthesized netlist came out at 68. Looking at the clock tree report, the H-tree level count equals 1. The actual slew at the worst max-slew pin is 0.885 ns. The DRC violation count after routing came out at 0. Hold timing on the final database bottoms out at a slack of between 0.4 and 0.5 ns. The yosys stat chip area is 0.0124 sq mm. The worst IR drop on VDD came out at 0.0000993 V. The maximum clock skew at final layout came out at between 0.01 and 0.015 ns.

The run finished with clean final reports. The last timing report of the flow puts the setup violation total at 0. The area of the chip came out at 0.0255 sq mm. The initial antenna violation count is 0. The final timing report lists a max-slew violation count of 0. The leakage component of the power was reported as 4.98 nW. Listed in order, past its start point the critical path passes clkdlybuf4s50_1. The total congestion overflow after global routing is 0. The max-capacitance violation count came out at 0. The initial standard-cell utilization of the core came out at 51.1%. Hold repair after CTS inserted 0 buffers. Setup repair after global routing left no endpoint under its margin. The highest attainable clock frequency came out at 239 MHz. Pin placement for this block handled 137 I/O pins.

The wire length of the first global-routing pass came out at 43,300 microns. The global routing usage summed across all routing layers came out at 23.1%. The kind of critical path is reg2out. The detailed placement HPWL came out at 18,300 microns. STA classifies the critical path endpoint as an output pin.

The number of synthesis warnings came out at 1. The count of routing violations after the opening detailed-route iteration is 422. TritonCTS built the clock tree. The final antenna diode tally reported by the flow is 0. The routability congestion estimate from global placement came out at ~0.9. The tree is rooted in a sky130_fd_sc_hd__clkbuf_16. The count of filler cells inserted in the layout is just under 2k. The number of global-route vias before repair came to 8,467. The antenna violation net count after detailed routing is 0. The fraction of registers with async set/reset came out at 0%. The area of the core came out at roughly 0.024 sq mm. The timing report notes that buffer and inverter cells on the critical path total 1.

The main area contributors are sky130_fd_sc_hd__edfxtp_1, sky130_fd_sc_hd__ha_1, sky130_fd_sc_hd__mux2_2, sky130_fd_sc_hd__a21oi_1, sky130_fd_sc_hd__nor2_1. The fraction of final layout cells with drive strength greater than 1 came out at 11.7%. The area growth from synthesis to final layout is 19.6%. The wire length recorded after detailed routing is between 20,000 and 30,000 microns.

The critical-path maximum fanout is 1. Per the post-CTS timing run, clock transition at the registers of the reported paths is roughly 0.060 ns. The flip-flop and latch count after synthesis came out at 232.

The first-pass iteration count of the detailed router came out at 5. Dividing the final minimum period by the clock period gives 29.8%. Among all flip-flop cells after synthesis, the most frequent one is sky130_fd_sc_hd__edfxtp_1. The number of cells reported by Yosys stat comes to 1,024.

The mapped netlist covers 0.0124 sq mm. The sequential element share of the synthesized area is around 56%. The count of non-filler cells in the finished layout came out at 1,484.

Per the placement log, port buffering inserted roughly 130 buffers. Ranked by instance count, the synthesized netlist is headed by sky130_fd_sc_hd__edfxtp_1, sky130_fd_sc_hd__a21oi_1, sky130_fd_sc_hd__nor2_1. The final sum of negative setup slack is 0 ns. The placed cell count is about 1.4k. The maximum number of pins on one net before global-route repair is about 73. The vias per cell came out at 5.61.

The clock passes through at most 3 buffers. The clock reaches the later pin of the worst-skew pair after 0.54 ns. The longest incremental delay of any stage on the critical path is reported as 0.51 ns. The kind of cell with the highest combined delay along the critical path is buffers and inverters. The worst setup path is launched from a flop. The per-cell routed wire length came out at 17.8 microns. The path depth of the worst reg2reg path came out at 6. The library cell occupying the most area in the post-synthesis netlist is sky130_fd_sc_hd__edfxtp_1.

The critical path's slowest stage uses the library cell sky130_fd_sc_hd__clkdlybuf4s50_1. The tightest min-delay check is of the reg2reg type. The registers reported with the highest flop counts are P (64), T (64), dataOut (64). The routed via count came out at between 8k and 9k. Post-CTS repair changed the size of 0 cells. The number of rows created at floorplan is around 57.

The cell count of the worst hold path came out at 0. The final-report hold violation count is 0. The CTS report gives the tree buffer count as 26. The worst-case max-slew headroom was logged as 41.0%. The arrival time of data at the worst endpoint is listed as 1.38 ns.
logic make-up after synthesis:
kind of cell	count (synthesis)	synth area share (%)
AOI/OAI and AO/OA	253	13.9
xor gates and xnor gates	45	3.17
adders and majority gates	69	7.01
buffers and inverters	71	2.35
DFF	232	56.1
muxes	70	6.27
and+or+nand+nor	284	11.2
layout by cell type, fill, tap and decap left out, types with 16 or more instances in the layout:
cell                                n
sky130_fd_sc_hd__o21bai_1          16
sky130_fd_sc_hd__clkdlybuf4s50_1  128
sky130_fd_sc_hd__xor2_1            21
sky130_fd_sc_hd__a21o_1            37
sky130_fd_sc_hd__clkbuf_16         26
sky130_fd_sc_hd__o21ai_0           34
sky130_fd_sc_hd__nor2_1            81
sky130_fd_sc_hd__xnor2_1           24
sky130_fd_sc_hd__edfxtp_1         232
sky130_fd_sc_hd__and2_1            38
sky130_fd_sc_hd__mux2_2            62
sky130_fd_sc_hd__nand4_1           21
sky130_fd_sc_hd__ha_1              66
sky130_fd_sc_hd__nand3_1           16
sky130_fd_sc_hd__a21oi_1           82
sky130_fd_sc_hd__inv_1             26
sky130_fd_sc_hd__nand2_1           66
path summary, 6_finish.rpt:
kind / from / slack (ns) / endpoint
worst max-delay path: dataOut[13] / 9.82 / dataOut[13]
worst min register to register: P[48] / 0.46 / dataOut[48]
worst max register to register: state[0] / 10.04 / P[34]
worst min-delay path: P[48] / 0.46 / dataOut[48]
report_power, final:
part / leakage, nW / switching, mW / internal [mW] / total [mW]
clock: 0.410 / 0.276 / 0.414 / 0.690
combinational: 2.63 / 0.00429 / 0.0218 / 0.0261
sequential: 1.94 / 0 / 0.755 / 0.755
routing by layer:
layer | GRT usage [%] | up-vias | routed length, microns
met5 | 0 | - | 0
met4 | 5.03 | 0 | 725
met1 | 38.2 | 3961 | 12100
met2 | 33.3 | 227 | 11700
met3 | 6.62 | 44 | 1960
li1 | - | 4093 | -
through the flow:
step                worst slack, ns  instance area (sq um)  utilization [%]
finish                         9.82                  14900             61.1
global placement              10.06                  14000             57.5
global route                   9.74                  14900             61.1
CTS                            9.80                  14900             61.1
floorplan                      6.47                  12400                -
detailed placement            10.05                  14000             57.5
layout make-up:
type | instances | area [sq um] | share of cell area [%]
flip-flops and latches | 232 | 6970 | 46.9
multi-input cells | 721 | 5190 | 34.9
repair buffers | 135 | 1330 | 8.98
clock buffers | 30 | 666 | 4.48
well taps | 324 | 405 | 2.73
clock inverters | 15 | 195 | 1.31
inverters | 27 | 101 | 0.682
Power and IR drop assume default switching activity.
